## /design/flow/run.sh

```bash
#!/bin/bash
# OpenROAD 26Q1-2900-gdf79404cd8, Yosys 0.63+post, stock flow scripts
make -C /OpenROAD-flow-scripts/flow DESIGN_CONFIG=/design/flow/config.mk WORK_HOME=/design/flow/orfs finish
```

## /design/flow/config.mk

```make
export PLATFORM = sky130hd
export DESIGN_NAME = uart_rx
export DESIGN_NICKNAME = uart_rx
export VERILOG_FILES = /design/flow/design.v
export SDC_FILE = /design/flow/constraint.sdc
export NUM_CORES = 4
export LEC_CHECK = 1
export CORE_AREA = 10 10 110 110
export DIE_AREA = 0 0 120 120
```

## /design/flow/constraint.sdc

```tcl
current_design uart_rx

set clk_period 2.7
set clk_io_pct 0.2

create_clock -name clk0 -period $clk_period [get_ports {clk_3125}]

set non_clock_inputs [all_inputs -no_clocks]
set_input_delay [expr $clk_period * $clk_io_pct] -clock clk0 $non_clock_inputs
set_output_delay [expr $clk_period * $clk_io_pct] -clock clk0 [all_outputs]
```

## /design/flow/design.v

```verilog
module uart_rx(
    input clk_3125,                 
    input rx,                       
    output reg [7:0] rx_msg,        
    output reg rx_parity,           
    output reg rx_complete,         
    output reg [2:0] state          
);
localparam BUFFER       = 0;  
localparam RX_IDLE      = 1;  
localparam RX_START     = 2;  
localparam RX_READ_WAIT = 3;  
localparam RX_READ      = 4;  
localparam RX_PARITY    = 5;  
localparam RX_STOP      = 6;  
localparam END_BUFFER   = 7;  
reg [2:0] bit_count;      
reg [4:0] rx_counter;     
reg [7:0] data_in;        
reg parity_in;            
initial begin
    rx_msg      = 8'b0;
    rx_parity   = 1'b0;
    rx_complete = 1'b0;
    state       = BUFFER;
    bit_count   = 0;
    rx_counter  = 0;
    data_in     = 0;
    parity_in   = 0;
end
always @(posedge clk_3125) begin
    case (state)
      BUFFER: begin
            state <= RX_IDLE;   
        end
        RX_IDLE: begin
            rx_complete <= 0;
            if (rx == 0) begin    
                data_in    <= 8'b0;
                bit_count  <= 3'd0;
                rx_counter <= 5'd0;
                state <= RX_START;
            end
        end
        RX_START: begin
            state <= RX_READ_WAIT;   
        end
        RX_READ_WAIT: begin
            if (rx_counter == 5'd26) begin
                rx_counter <= 5'd0;
                state <= RX_READ;
            end 
            else begin
                rx_counter <= rx_counter + 1;
            end
        end
        RX_READ: begin
            data_in <= {rx, data_in[7:1]};   
            bit_count <= bit_count + 1;
            if (bit_count == 3'd7)
                state <= RX_PARITY;          
            else
                state <= RX_READ_WAIT;       
        end
        RX_PARITY: begin
            if (rx_counter == 5'd26) begin
                parity_in <= rx;              
                rx_counter <= 5'd0;
                state <= RX_STOP;
            end 
            else begin
                rx_counter <= rx_counter + 1;
            end
        end
        RX_STOP: begin
            if (rx_counter == 5'd26) begin
                rx_counter <= 5'd0;
                state <= END_BUFFER;
            end 
            else begin
                rx_counter <= rx_counter + 1;
            end
        end
        END_BUFFER: begin
            if (rx_counter == 5'd16) begin
                rx_parity <= parity_in;
                if ((^data_in) == parity_in) begin
                    rx_msg <= { data_in[0], data_in[1], data_in[2], data_in[3],
                                data_in[4], data_in[5], data_in[6], data_in[7] };
                end 
                else begin
                    rx_msg <= 8'h3F;   
                end
                rx_complete <= 1'b1;   
                state <= RX_IDLE;      
                rx_counter <= 5'd0;
            end 
            else begin
                rx_counter <= rx_counter + 1;
            end
        end
        default: state <= RX_IDLE;
    endcase
end
endmodule
```

==> run notes <==
Results of the implementation run.

The run finished with clean final reports. The floorplan core area is 9774 sq um. The compound-gate portion of the synthesized area is slightly above 6%.

The count of instantiated cells in the yosys netlist is 111. In this run the layout overhead on the synthesized area is reported as 26.85%. The hold-fix buffer count after cts is 0. The floorplan die height came out at 120 um.

The die width is roughly 120 um. The number of design rule violations left after detail routing is 0. The minimum clock period came out at around 2.0 ns. The type of destination of the critical path is an output pin. The number of cells on the critical path came out at 1. Summing every instance area after synthesis gives 1473 sq um. The number of standard-cell rows in the floorplan came out at 36. The wire length of the first global-routing pass came out at about 4100 um. The proportion of layout cells with a drive suffix above 1 came out at 10.61%. The highest supply drop recorded on VDD is 0.2999 mV.

The summed standard-cell area reported by yosys is roughly 1500 sq um. The number of sinks handled by clock tree synthesis is 30. The total I/O pin count came out at 15. The arrival time of the worst setup path is 1.44 ns. Per the post-synthesis report, the number of cells in the design is 111. The path class of the tightest hold or removal check is reg -> reg. Synthesis instantiated 30 different standard cells from the library.

For the worst reg-to-reg path, the startpoint reported by OpenROAD is rx_counter[0]. The synthesized netlist devotes 17.76% of its cell area to simple gates. The wire length recorded after detailed routing is approximately 2400 um. The critical path data required time came out at around 2.2 ns. The worst setup skew after layout is 0.004685 ns. The clock transition time at the flip-flop clock pins of the worst setup and hold paths came out at approximately 0.06 ns. The deepest clock path buffer count came out at 2. The detailed-routing iteration count for the pre-antenna-repair pass came out at 4. Per the OpenROAD floorplan log, the area of the die is about 14000 sq um.

The report lists the number of cells resized after CTS as 0. The timing report shows that the slowest cell on the worst path is sky130_fd_sc_hd__edfxtp_1. The post-route setup TNS came out at 0 ns. The initial antenna violation count came out at 0. The half-perimeter wire length after detailed placement is 1758 um.

For reference, the post-synthesis area per instance comes to approximately 13 sq um. The worst hold margin is between 0.5 and 0.6 ns. The total number of H-tree levels came out at 2. STA classifies the critical path startpoint as a flop. The headroom to the max-slew limit came out at between 60 and 70%. The count of maximum capacitance violations is 0. In the hold timing report, the worst path depth is 0. For reference, the critical path cell chain is clkdlybuf4s50_1. The number of diodes is 0.

The delay of the slowest cell on the worst path came out at 0.61 ns. Setup repair after global routing left no endpoint under its margin. The depth of the worst register-to-register path came out at 5.

The maximum net fanout on the critical path came out at 15. The slew at the pin closest to its max-slew limit is 0.5363 ns. The endpoint of the worst hold path is reported as rx_parity. The register area share after synthesis came out at 61.17%. Among the non-sequential cells, simple AND/OR/NAND/NOR gates take the most area. The number of buffers inserted by port buffering came out at 14.

The number of buffers created by CTS is 5. The power report puts the leakage power at 0.6207 nW. In this run the power density over the cells is 1094 nW/um^2. At the floorplan stage, the core utilization is reported as about 15%.

The DRC marker count from the first detailed-route iteration is 39. The number of failing setup endpoints in the final timing report came out at 0. TritonRoute output was used to compute an average wire per cell of between 9 and 10 um.

The total routing resource utilization after global routing came out at 3.436%. Counting endpoints that fail hold in the final report gives 0. Looking at hold timing, the worst path starts from parity_in. Setup slack on the critical path of the routed design comes to approximately 0.72 ns. The per-cell via count in the routed design came out at 3.234. Of the available clock period, the critical path in the final layout requires 73.29%. Summing the areas of all xor and xnor instances in the mapped netlist gives 8.751% of the synthesized area. The number of warning messages in the logs is 27. The clock tree from TritonCTS is done. The largest net degree at the start of global routing came out at 16.

The critical path in this run is classified as reg -> out. In this run the critical register-to-register path is captured at rx_msg[4]. STA on the placed design reports a worst setup slack of 0.7626 ns. The setup slack of the most critical reg-to-reg path is 0.80 ns. The weighted congestion at the end of routability-driven global placement came out at 0.7634.

The remaining global-route overflow is 0. The number of buffer and inverter stages on the critical path is 1. The master cell of the clock root buffer is sky130_fd_sc_hd__clkbuf_8.

For reference, the final report shows the max-slew violation count at 0. The count of synthesis-stage warnings from yosys came out at 1. The skew report gives the latency at the later pin of the worst-skew pair as 0.27 ns. Per the post-route antenna check, the number of violating nets is 0. Per the timing report, the achievable frequency comes out to just over 0.5 GHz. The fraction of synthesized area in multiplexers came out at 0%. The synthesized design contains 30 register bits.

The routed via count came out at approximately 860. The post-CTS setup repair buffer count came out at 0. The cell family contributing the most delay on the critical path is flip-flops.

The adder and majority cell fraction of the synthesized area is under 10%. The via count of the first global-routing pass came out at 835.
[worst register-to-register path, cell delays in order (launching register included)]
cell and delay, ns:
sky130_fd_sc_hd__edfxtp_1 0.43, sky130_fd_sc_hd__inv_1 0.11, sky130_fd_sc_hd__ha_1 0.17, sky130_fd_sc_hd__or3b_2 0.47
sky130_fd_sc_hd__nor3_1 0.20, sky130_fd_sc_hd__buf_4 0.23
[cell usage in the layout (no fill, tap or decap)]
cell type,synthesis,layout
sky130_fd_sc_hd__a31oi_1,1,1
sky130_fd_sc_hd__a22oi_1,1,1
sky130_fd_sc_hd__o211ai_1,1,1
sky130_fd_sc_hd__and2_1,11,11
sky130_fd_sc_hd__and2_2,1,1
sky130_fd_sc_hd__clkbuf_1,4,1
sky130_fd_sc_hd__nand3_1,2,2
sky130_fd_sc_hd__nor2b_1,5,5
sky130_fd_sc_hd__nand3b_1,2,2
sky130_fd_sc_hd__xnor3_2,1,1
sky130_fd_sc_hd__clkinv_1,0,1
sky130_fd_sc_hd__clkinv_2,0,1
sky130_fd_sc_hd__edfxtp_1,30,30
sky130_fd_sc_hd__inv_1,4,4
sky130_fd_sc_hd__ha_1,5,5
sky130_fd_sc_hd__xnor2_2,1,1
sky130_fd_sc_hd__nor2_1,8,8
sky130_fd_sc_hd__a211oi_1,3,3
sky130_fd_sc_hd__nor4b_1,1,1
sky130_fd_sc_hd__or3b_2,1,1
sky130_fd_sc_hd__xor2_1,4,4
sky130_fd_sc_hd__nand2_1,3,3
sky130_fd_sc_hd__clkbuf_8,0,5
sky130_fd_sc_hd__nor3_1,2,2
sky130_fd_sc_hd__o21a_1,2,2
sky130_fd_sc_hd__clkdlybuf4s50_1,0,14
sky130_fd_sc_hd__nor3b_1,1,1
sky130_fd_sc_hd__o21ai_0,1,1
sky130_fd_sc_hd__nand4b_1,1,1
sky130_fd_sc_hd__a21oi_1,3,3
sky130_fd_sc_hd__a311o_1,1,1
sky130_fd_sc_hd__xnor2_4,1,1
sky130_fd_sc_hd__buf_4,0,3
sky130_fd_sc_hd__xnor2_1,3,3
sky130_fd_sc_hd__nand2b_1,7,7
[per-layer routing]
layer	up-vias	wire length [um]	track usage [%]
met5	-	0	0
li1	435	-	-
met1	401	1016	4.004
met2	17	1181	5.777
met3	4	131	1.190
met4	0	82	1.207
[metrics by stage]
step | instance area (sq um) | cells | utilization [%] | power, mW
floorplan | 1473 | 111 | - | 1.510
global placement | 1787 | 257 | 18.28 | 1.722
detailed placement | 1787 | 257 | 18.28 | 1.735
CTS | 1868 | 265 | 19.11 | 2.078
global route | 1868 | 265 | 19.11 | 2.214
finish | 1868 | 265 | 19.11 | 2.043
[layout make-up]
| type | count | area (sq um) |
|---|---|---|
| tap | 133 | 166.4 |
| clock inverter | 2 | 8.758 |
| clock buffer | 6 | 72.57 |
| multi-input combinational | 73 | 541.8 |
| timing repair buffer | 17 | 162.7 |
| sequential | 30 | 900.9 |
| inverter | 4 | 15.01 |
| fill | 1057 | 7906 |
[power by group]
part           internal (mW)  total (mW)  switching [mW]  leakage [nW]
logic                  0.411       0.791           0.380         0.294
clock network          0.177       0.330           0.154        0.0426
registers              0.763       0.922           0.159         0.284
total                   1.35        2.04           0.693         0.621
[Yosys cell counts]
| cell | number | area (sq um) |
|---|---|---|
| sky130_fd_sc_hd__a21oi_1 | 3 | 15.01 |
| sky130_fd_sc_hd__clkbuf_1 | 4 | 15.01 |
| sky130_fd_sc_hd__a311o_1 | 1 | 10.01 |
| sky130_fd_sc_hd__nor2b_1 | 5 | 31.28 |
| sky130_fd_sc_hd__nand2b_1 | 7 | 43.79 |
| sky130_fd_sc_hd__inv_1 | 4 | 15.01 |
| sky130_fd_sc_hd__nand3_1 | 2 | 10.01 |
| sky130_fd_sc_hd__xnor2_2 | 1 | 16.27 |
| sky130_fd_sc_hd__nor3_1 | 2 | 10.01 |
| sky130_fd_sc_hd__a31oi_1 | 1 | 6.260 |
| sky130_fd_sc_hd__o211ai_1 | 1 | 7.510 |
| sky130_fd_sc_hd__nand2_1 | 3 | 11.26 |
| sky130_fd_sc_hd__xor2_1 | 4 | 35.03 |
| sky130_fd_sc_hd__a211oi_1 | 3 | 22.52 |
| sky130_fd_sc_hd__o21ai_0 | 1 | 5.000 |
| sky130_fd_sc_hd__xnor2_4 | 1 | 27.53 |
| sky130_fd_sc_hd__and2_2 | 1 | 7.510 |
| sky130_fd_sc_hd__o21a_1 | 2 | 15.01 |
| sky130_fd_sc_hd__xnor2_1 | 3 | 26.28 |
| sky130_fd_sc_hd__nor3b_1 | 1 | 7.510 |
| sky130_fd_sc_hd__and2_1 | 11 | 68.82 |
| sky130_fd_sc_hd__nand3b_1 | 2 | 15.01 |
| sky130_fd_sc_hd__nand4b_1 | 1 | 8.760 |
| sky130_fd_sc_hd__xnor3_2 | 1 | 23.77 |
| sky130_fd_sc_hd__ha_1 | 5 | 62.56 |
| sky130_fd_sc_hd__edfxtp_1 | 30 | 900.9 |
| sky130_fd_sc_hd__a22oi_1 | 1 | 7.510 |
| sky130_fd_sc_hd__nor2_1 | 8 | 30.03 |
| sky130_fd_sc_hd__or3b_2 | 1 | 8.760 |
| sky130_fd_sc_hd__nor4b_1 | 1 | 8.760 |
[state kept, by name, summed over array words and instances, names as in the netlist]
name / count
parity_in: 1
rx_counter: 5
rx_complete: 1
data_in: 8
rx_parity: 1
state: 3
rx_msg: 8
bit_count: 3
[worst max-delay path by stage]
stage | from | endpoint | slack [ns]
CTS | state[1] | state[1] | 0.69
global route | state[1] | state[1] | 0.60
finish | state[1] | state[1] | 0.72
[cells by family after synthesis]
kind of cell	count (synthesis)
compound gates	13
xor+xnor	10
fa+ha+maj	5
buf+inv	8
flops	30
simple gates	45
Power and IR drop assume default switching activity.
