`flow/config.mk`:
```
export PLATFORM = sky130hd
export DESIGN_NAME = uart_tx
export DESIGN_NICKNAME = uart_tx
export VERILOG_FILES = /design/flow/design.v
export SDC_FILE = /design/flow/constraint.sdc
export NUM_CORES = 4
export LEC_CHECK = 1
export CORE_AREA = 10 10 90 90
export DIE_AREA = 0 0 100 100
```
`flow/constraint.sdc`:
```
current_design uart_tx

set clk_period 2.7
set clk_io_pct 0.2

create_clock -name clk0 -period $clk_period [get_ports {clk_3125}]

set non_clock_inputs [all_inputs -no_clocks]
set_input_delay [expr $clk_period * $clk_io_pct] -clock clk0 $non_clock_inputs
set_output_delay [expr $clk_period * $clk_io_pct] -clock clk0 [all_outputs]
```
`flow/design.v`:
```
module uart_tx(
    input clk_3125,                 
    input parity_type,              
    input tx_start,                 
    input [7:0] data,               
    output reg tx,                  
    output reg tx_done,             
    output reg [2:0] tx_state       
);
initial begin
    tx = 1'b1;   
    tx_done = 1'b0;
end
localparam TX_IDLE   = 0;  
localparam TX_START  = 1;  
localparam TX_WRITE  = 2;  
localparam TX_PARITY = 3;  
localparam TX_STOP   = 4;  
reg [4:0] tx_counter;  
reg [2:0] bit_count;   
initial begin
    tx_state   = TX_IDLE;
    tx_counter = 4'd0;
    bit_count  = 3'd0;
end
always @(posedge clk_3125) begin
    case(tx_state)
        TX_IDLE : begin
            tx_done <= 1'b0;
            if(tx_start) begin
                tx_state <= TX_START;
                tx_counter <= 0;
                tx <= 1'b0;   
            end
            else begin
                tx <= 1'b1;   
            end
        end
        TX_START : begin
            if(tx_counter == 5'd26) begin
                tx_state <= TX_WRITE;
                bit_count <= 0;
                tx_counter <= 0;
                tx <= data[3'd7 - bit_count];  
            end
            else tx_counter <= tx_counter + 1;
        end
        TX_WRITE : begin
            if(tx_counter == 5'd26) begin
                tx_counter <= 0;
                if(bit_count == 3'd7) begin
                    bit_count <= 0;
                    tx_state <= TX_PARITY;
                  tx <= ((^data) ^ parity_type);  
                end
                else begin
                    bit_count <= bit_count + 1;
                    tx_state <= TX_WRITE;
                    tx <= data[3'd7 - (bit_count + 1)];
                end
            end
            else tx_counter <= tx_counter + 1;
        end
        TX_PARITY : begin
            if(tx_counter == 5'd26) begin
                tx_counter <= 0;
                tx_state <= TX_STOP;
                tx <= 1'b1;  
            end
            else tx_counter <= tx_counter + 1;
        end
        TX_STOP : begin
            if(tx_counter == 5'd25) begin
                tx_counter <= 0;
                tx_state <= TX_IDLE;
                tx_done <= 1'b1;  
            end
            else tx_counter <= tx_counter + 1;
        end
    endcase
end 
endmodule
```
`flow/run.sh`:
```
#!/bin/bash
# OpenROAD 26Q1-2900-gdf79404cd8, Yosys 0.63+post, stock flow scripts
make -C /OpenROAD-flow-scripts/flow DESIGN_CONFIG=/design/flow/config.mk WORK_HOME=/design/flow/orfs finish
```
==> impl_metrics.env <==
# physical design summary
export IMPL_detailedRoute_firstPassIterationCount=2
export IMPL_final_worst_path_setup_slack_ps=606
export IMPL_hpwl_um=1430
export IMPL_start_kind="input pin"
export IMPL_drt_drc_violations_left=0
export IMPL_end_kind="flip-flop"
export IMPL_maxCapViolations=0
export IMPL_synthToLayoutAreaGrowth_pct=31.2
export IMPL_synth_cell_types=29
export IMPL_via_count=665
export IMPL_unrepaired_setup_endpoints_after_global_routing="no"
export IMPL_cts_sinks=13
export IMPL_setup_viol=0
export IMPL_setup_tns_final_ps=0
export IMPL_floorplan_die_area_mm2=0.0100
export IMPL_worstMarginPinSlew_ps=553
export IMPL_max_slew_margin=0.631
export IMPL_intPower_mw=0.366
export IMPL_ys_sh_aoi=0.0759
export IMPL_grt_ovfl_total=0
export IMPL_floorplan_rows=29
export IMPL_power_sequential_fraction=0.500
export IMPL_timing_critical_path_fanout_max=3
export IMPL_grt_antenna_before_repair=0
export IMPL_finalPower_mw=0.451
export IMPL_power_leakage_nw=0.424
export IMPL_synthSimpleGateAreaFrac=0.173
export IMPL_yosys_register_bits=13
export IMPL_top_area_cell="sky130_fd_sc_hd__edfxtp_1"
export IMPL_max_clock_freq_ghz=0.478
export IMPL_fillCellCount=675
export IMPL_placed_area_mm2=0.00117
export IMPL_seqCellArea_um2=390
export IMPL_netSwitchingFraction=0.189
export IMPL_layout_core_utilization=0.193
export IMPL_htreeDepth=1
export IMPL_detailedPlace_worstSlack_ps=343
export IMPL_die_x_um=100
export IMPL_final_min_period_over_clock_period=0.776
export IMPL_drt_wl_total_um=1770
export IMPL_final_comb_area_um2=514
export IMPL_cts_buffer_depth=2
export IMPL_synth_seq_area_share=0.423
export IMPL_grt_start_max_net_pins=16
export IMPL_crit_required_ps=2680
export IMPL_area_leaders="sky130_fd_sc_hd__edfxtp_1 (42%), sky130_fd_sc_hd__xnor2_1 (7.6%), sky130_fd_sc_hd__ha_1 (6.8%)"
export IMPL_initial_core_util=0.147
export IMPL_vdd_ir_drop_max_mv=0.174
export IMPL_drt_vias_per_instance=3.82
export IMPL_postCtsSetupBuffers=0
export IMPL_drt_wirelength_per_cell_um=10.2
export IMPL_synthAdderAreaFrac=0.0678
export IMPL_global_route_usage_total=0.0374
export IMPL_yosys_mux_area_fraction=0.121
export IMPL_period_needed_ps=2090
export IMPL_final_hold_violation_count=0
export IMPL_synth_avg_cell_area_um2=11.7
export IMPL_p_per_area_mw_per_mm2=373
export IMPL_netlist_logic_family_top="simple AND/OR/NAND/NOR gates"
export IMPL_cts_root_buf="sky130_fd_sc_hd__clkbuf_8"
export IMPL_post_synth_top_area_fraction=0.423
export IMPL_final_std_cells_w_o_fill=174
export IMPL_num_antenna_cells=0
export IMPL_openroad_warnings=27
export IMPL_synth_chip_area_um2=923
export IMPL_worst_setup_hold_path_clk_slew_ps=50
export IMPL_finalInstanceArea_mm2=0.00121
export IMPL_power_clock_fraction=0.370
export IMPL_cts_inserted_buffers=3
export IMPL_min_path_type="flip-flop to flip-flop"
export IMPL_clock_insertion_delay_worst_skew_ps=240
export IMPL_worst_r2r_setup_slack_ps=620
export IMPL_detailed_route_iter0_violations=21
export IMPL_grt_first_pass_wirelength_um=3070
export IMPL_slew_viol_final=0
export IMPL_number_of_cells_in_the_yosys_synthesis_report=79
export IMPL_crit_type="input pin to flip-flop"
export IMPL_cts_resized_gates=0
export IMPL_dp_cells=170
export IMPL_die_size_y_um=100
export IMPL_drtAntennaViolNets=0
export IMPL_cp_arrival_ps=2070
export IMPL_pwr_share_comb=0.130
export IMPL_floorplan_core_area_mm2=0.00628
export IMPL_run_status="complete, no violations"
export IMPL_number_of_global_route_vias_before_repair=646
export IMPL_worst_clock_skew_ps=2.20
export IMPL_design_portCount=16
export IMPL_mapped_cells=79
export IMPL_synthesis_area_um2=923
export IMPL_p_sw_mw=0.0855
export IMPL_xor_xnor_cells_area_fraction=0.119
export IMPL_whs_ps=647
export IMPL_drive_gt1_frac=0.103
export IMPL_io_buffers=15
export IMPL_cts_hold_buffers=0
export IMPL_tritoncts="built"
export IMPL_synth_warnings=1
export IMPL_global_placer_s_final_weighted_congestion=0.764
logic make-up after synthesis:
group / Yosys count
adders and majority gates: 5
xor gates and xnor gates: 11
AOI/OAI and AO/OA: 11
muxes: 5
buffers and inverters: 5
DFF: 13
and+or+nand+nor: 29
critical path: stages:
cell and delay, ps:
sky130_fd_sc_hd__clkdlybuf4s50_1 460, sky130_fd_sc_hd__mux4_1 500, sky130_fd_sc_hd__mux2_2 280, sky130_fd_sc_hd__o31ai_2 170, sky130_fd_sc_hd__o311ai_1 110
power groups by stage:
stage	sequential, mW	clock (mW)	combinational, mW
4_1_cts	0.226	0.175	0.0598
5_1_grt	0.226	0.186	0.0649
6_report	0.226	0.167	0.0585
synth_stat cells, drive strengths merged:
cell / number
and4: 1
xnor2: 8
buf: 1
xor2: 2
nand4b: 2
mux2: 1
o31ai: 1
or3b: 1
o21ai: 1
ha: 5
or2b: 1
nor3: 3
xnor3: 1
o311ai: 1
and2: 3
nor2: 10
nand3: 2
a21o: 1
mux4: 4
nand2: 3
o22ai: 1
a21oi: 6
edfxtp: 13
or2: 1
and2b: 1
nor4b: 1
inv: 4
final timing paths:
path                                    from                 endpoint  cells past startpoint
hold / removal       tx_counter[0]$_DFFE_PP_  tx_counter[0]$_DFFE_PP_                      1
setup / recovery                     data[2]             tx$_DFFE_PP_                      5
hold reg to reg      tx_counter[0]$_DFFE_PP_  tx_counter[0]$_DFFE_PP_                      1
setup reg to reg  bit_count[0]$_SDFFCE_PP0P_             tx$_DFFE_PP_                      5
area by class of cell:
type                            instances  share of cell area
Multi-Input combinational cell         61               0.425
Sequential cell                        13               0.322
Timing Repair Buffer                   15               0.124
Tap cell                               77              0.0795
Clock buffer                            4              0.0372
Inverter                                4              0.0124
state kept, by name, indices dropped and copies added, names as in the netlist:
| signal | cells |
|---|---|
| bit_count | 3 |
| tx | 1 |
| tx_counter | 5 |
| tx_done | 1 |
| tx_state | 3 |
cell usage in the layout, fill, tap and decap left out:
| cell type | n |
|---|---|
| sky130_fd_sc_hd__a21o_1 | 1 |
| sky130_fd_sc_hd__a21oi_1 | 6 |
| sky130_fd_sc_hd__and2_1 | 3 |
| sky130_fd_sc_hd__and2b_1 | 1 |
| sky130_fd_sc_hd__and4_2 | 1 |
| sky130_fd_sc_hd__clkbuf_1 | 1 |
| sky130_fd_sc_hd__clkbuf_8 | 3 |
| sky130_fd_sc_hd__clkdlybuf4s50_1 | 15 |
| sky130_fd_sc_hd__edfxtp_1 | 13 |
| sky130_fd_sc_hd__ha_1 | 5 |
| sky130_fd_sc_hd__inv_1 | 4 |
| sky130_fd_sc_hd__mux2_2 | 1 |
| sky130_fd_sc_hd__mux4_1 | 2 |
| sky130_fd_sc_hd__mux4_2 | 1 |
| sky130_fd_sc_hd__mux4_4 | 1 |
| sky130_fd_sc_hd__nand2_1 | 3 |
| sky130_fd_sc_hd__nand3_1 | 2 |
| sky130_fd_sc_hd__nand4b_1 | 2 |
| sky130_fd_sc_hd__nor2_1 | 10 |
| sky130_fd_sc_hd__nor3_1 | 3 |
| sky130_fd_sc_hd__nor4b_1 | 1 |
| sky130_fd_sc_hd__o21ai_0 | 1 |
| sky130_fd_sc_hd__o22ai_1 | 1 |
| sky130_fd_sc_hd__o311ai_1 | 1 |
| sky130_fd_sc_hd__o31ai_2 | 1 |
| sky130_fd_sc_hd__or2_2 | 1 |
| sky130_fd_sc_hd__or2b_2 | 1 |
| sky130_fd_sc_hd__or3b_1 | 1 |
| sky130_fd_sc_hd__xnor2_1 | 8 |
| sky130_fd_sc_hd__xnor3_1 | 1 |
| sky130_fd_sc_hd__xor2_1 | 2 |
routing by layer:
layer,routed length (µm),vias to the layer above,GRT usage,part of all wire
met1,851,319,0.0504,0.48
met5,0,-,0,0
li1,-,334,-,-
met3,125,2,0.0167,0.070
met2,778,10,0.0567,0.44
met4,19,0,0.00326,0.011
Power and IR drop assume default switching activity.
